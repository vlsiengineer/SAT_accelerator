### /design/flow/run.sh
#!/bin/bash
# OpenROAD 26Q1-2900-gdf79404cd8, Yosys 0.63+post, stock flow scripts
make -C /OpenROAD-flow-scripts/flow DESIGN_CONFIG=/design/flow/config.mk WORK_HOME=/design/flow/orfs finish
### /design/flow/config.mk
export PLATFORM = sky130hd
export DESIGN_NAME = SAT_accelerator_top
export DESIGN_NICKNAME = SAT_accelerator_top
export VERILOG_FILES = /design/flow/design.v
export SDC_FILE = /design/flow/constraint.sdc
export NUM_CORES = 4
export LEC_CHECK = 1
export CORE_AREA = 10 10 79 79
export DIE_AREA = 0 0 89 89
### /design/flow/constraint.sdc
current_design SAT_accelerator_top

set clk_period 1.0
set clk_io_pct 0.2

create_clock -name clk0 -period $clk_period [get_ports {clk}]

set non_clock_inputs [all_inputs -no_clocks]
set_input_delay [expr $clk_period * $clk_io_pct] -clock clk0 $non_clock_inputs
set_output_delay [expr $clk_period * $clk_io_pct] -clock clk0 [all_outputs]
### /design/flow/design.v
module SAT_accelerator #(parameter truthVal=32'd0) (outCNF,clk,resetClause,negCtrl,enableClause,varPos,resetCNF,enableCNF);
output reg outCNF;  
input clk,resetClause,enableClause;
input negCtrl;
input unsigned[4:0] varPos;
input resetCNF,enableCNF;
reg[31:0] accTruthVal = truthVal;
reg clauseOut;
wire[1:0] inORgate;
wire[1:0] inANDgate;
assign inORgate[0] = negCtrl?(~accTruthVal[varPos]):(accTruthVal[varPos]);
assign inORgate[1] = clauseOut;
assign inANDgate[0] = clauseOut;
assign inANDgate[1] = outCNF;
always@(posedge clk or negedge resetClause)
begin
if(~resetClause) begin
clauseOut <= 1'b0;
end
else begin
if(enableClause) begin
clauseOut <= |inORgate;
end
else begin
clauseOut <= clauseOut;
end
end
end
always@(posedge clk or negedge resetCNF)
begin
if(~resetCNF) begin
outCNF <= 1'b1;
end
else begin
if(enableCNF) begin
outCNF <= &inANDgate;
end
else begin
outCNF <= outCNF;
end
end
end
endmodule
module SAT_accelerator_top #(parameter N=4) (outSATRes,clk,resetN,command);
output reg outSATRes;
input clk, resetN;
input [7:0] command;
wire ResetN_Clause, ResetN_CNF, Clause_En, CNF_En;
wire [4:0] varPos;
wire negCtrl;
wire[(N-1):0] outCNF;
SAT_synchronizer SAT_sync( .ResetN_Clause(ResetN_Clause), .ResetN_CNF(ResetN_CNF), .Clause_En(Clause_En), .CNF_En(CNF_En), .varPos(varPos), .negCtrl(negCtrl), .clk(clk), .resetN(resetN), .command(command));
genvar i;
generate
for (i=0;i<N;i=i+1) begin : generate_blocks
localparam truthVal = i*1;  
SAT_accelerator #(.truthVal(truthVal)) SAT_acc( .outCNF(outCNF[i]), .clk(clk),.resetClause(ResetN_Clause),.negCtrl(negCtrl),.enableClause(Clause_En),.varPos(varPos),.resetCNF(ResetN_CNF),.enableCNF(CNF_En));
end
endgenerate
always@(posedge clk or negedge resetN)
begin
if(~resetN) begin
outSATRes <= 1'b0;
end
else begin
outSATRes <= |outCNF;
end
end
endmodule
module SAT_synchronizer (
  output reg ResetN_Clause,
  output reg ResetN_CNF,
  output reg Clause_En,
  output reg CNF_En,
  output reg [4:0] varPos,
  output reg negCtrl,
  input wire clk,
  input wire resetN,
  input wire [7:0] command
);
  parameter 
  RESET_SAT          = 2'b00,   
  COMPUTE_CLAUSE = 2'b01,   
  COMPUTE_CNF    = 2'b10,   
  RESET_CLAUSE     = 2'b11;     
  wire [1:0] state = command[7:6];
  always @(posedge clk or negedge resetN) begin
  if(~resetN) begin
        ResetN_Clause <= 1'b0;
        ResetN_CNF <= 1'b0;
        Clause_En <= 1'b0;
        CNF_En <= 1'b0;
        varPos <= 5'b00000;
        negCtrl <= 1'b0;
  end
  else begin
  case (state)
      RESET_SAT         : 
	  begin
        ResetN_Clause <= 1'b0;
        ResetN_CNF <= 1'b0;
        Clause_En <= 1'b0;
        CNF_En <= 1'b0;
        varPos <= command[5:1];
        negCtrl <= command[0];
		end
      COMPUTE_CLAUSE:
	  begin
        ResetN_Clause <= 1'b1;
        ResetN_CNF <= 1'b1;
        Clause_En <= 1'b1;
        CNF_En <= 1'b0;
        varPos <= command[5:1];
        negCtrl <= command[0];
		end
      COMPUTE_CNF:
	  begin
        ResetN_Clause <= 1'b1;
        ResetN_CNF <= 1'b1;
        Clause_En <= 1'b0;
        CNF_En <= 1'b1;
        varPos <= command[5:1];
        negCtrl <= command[0];
		end
      RESET_CLAUSE    :
	  begin
        ResetN_Clause <= 1'b0;
        ResetN_CNF <= 1'b1;
        Clause_En <= 1'b0;
        CNF_En <= 1'b0;
        varPos <= command[5:1];
        negCtrl <= command[0];
		end
      default       :
	  begin
        ResetN_Clause <= 1'b0;
        ResetN_CNF <= 1'b0;
        Clause_En <= 1'b0;
        CNF_En <= 1'b0;
        varPos <= 5'b00000;
        negCtrl <= 1'b0;
		end
    endcase
  end
  end
endmodule
==> impl_metrics.yaml <==
# yosys + openroad results
outcome:
  outcome: "finished with violations"
  failed_checks: "setup timing"
place:
  port_buffers: 10
  dp_slack_ns: -0.1477
  dp.final_hpwl_um: 839.2
  placed_area_um2: 857.1
  gp_congestion: 0.7863
setup_path:
  cp_data_required_time_ns: 1.13
  cp.arrival_ns: 1.26
  path_class: "flop to flop"
  path_max_fanout: 4
  cp-end-kind: "flop"
  cp-start-kind: "flop"
  reg2reg_from: "SAT_sync.varPos[3]"
  crit_path_start: "SAT_sync.varPos[3]"
floorplanning:
  dieArea_um2: 7921
  die_w_um: 89
  core_um2: 4661
  die_y_um: 89
  rows: 25
  ios: 11
  floorplan.core_util: 0.1442
cts:
  clk_pin_slew_ns: 0.06
  cts_num_sinks: 19
  tritoncts: "yes"
  clock_path_buffers: 2
  clk_latency_ns: 0.25
  ctsRootBufferMaster: "clkbuf_8"
  numCtsBuffers: 3
  htree_levels: 1
  cts.hold.buffers_added: 0
drt:
  vias: 399
  drtIter0Drc: 4
  insertedDiodeCount: 0
  viasPerCell: 3.381
  first_pass_iters: 3
  post_drt_wl_per_cell_um: 8.737
  wl_um: 1031
  ant_nets: 0
  remaining_drc_errors: 0
synthesis:
  yosys.area_share.aoi: 0.05400
  ys_ff: 19
  syn_avg_cell_area_um2: 14.30
  ys_chip_area_um2: 671.9
  yosysWarnings: 6
  fa_ha_area_frac: 0.05587
  ys_cells: 47
  ys_sh_xor: 0
  simple_gate_share: 0.1359
  yosys-mux-area-fraction: 0
  syn-cell-area_um2: 671.9
  ys_types: 15
  logic_family: "simple AND/OR/NAND/NOR gates"
  ys_seq_frac: 0.7151
  syn-instance-count: 47
power_and_ir_drop:
  p_total_mw: 1.388
  seqPwrFrac: 0.589
  clockPowerShare: 0.360
  p_sw_mw: 0.2662
  power_per_cell_area_nw_per_um2: 1526
  ir_drop_uv: 787.6
  p_comb_frac: 0.051
  p_leak_nw: 0.3942
  swShare: 0.1918
  intPower_mw: 1.122
timing:
  min_period_over_period: 1.131
  hold_slack_ns: 0.06008
  setup_violations: 3
  rsz0062_at_grt: "yes"
  clock_skew_ns: 0.002468
  post-route-min-period_ns: 1.131
  slew_viol_final: 0
  hold_viol: 0
  fin_ws_ns: -0.1311
  fmax_mhz: 884.1
  max_slew_margin: 0.8031
  tightest_slew_ns: 0.2931
flow_run:
  tool_warnings: 30
  cap_violations: 0
layout:
  area_growth_pct: 35.38
  logic_area_um2: 172.7
  final-seq-area_um2: 480.5
  fin_area_um2: 909.6
  drive_above_1_share: 0.2188
  final_util: 0.1952
  n_fill_cell: 479
grt:
  grt_start_max_net_pins: 12
  grt_usage: 0.03192
  grt_pass1_vias: 461
  antenna_found_initial: 0
  grt_first_pass_wirelength_um: 2076
  grt-ovfl-total: 0
hold_path:
  worstHoldPathType: "flop to asynchronous set/reset pin"
## cell type report
type                    count  share of cell area
flip-flops and latches     19              0.5282
clock buffers               4             0.04952
repair buffers             13              0.1293
inverters                   7             0.02889
well taps                  54             0.07428
multi-input cells          21              0.1898
## logic make-up (layout without fill, tap and decap cells)
logic type	count (synthesis)	count (layout)
AOI/OAI and AO/OA	5	5
and+or+nand+nor	13	13
buffers and inverters	7	24
DFF	19	19
adders and majority gates	3	3
## synth_stat cells
| cell type | count | area (um2) |
|---|---|---|
| nand2_1 | 2 | 7.510 |
| inv_1 | 7 | 26.28 |
| a31oi_1 | 1 | 6.260 |
| nor2_1 | 1 | 3.750 |
| ha_1 | 3 | 37.54 |
| nand4b_1 | 1 | 8.760 |
| dfstp_2 | 4 | 105.1 |
| nand4_1 | 1 | 6.260 |
| or2_2 | 1 | 6.260 |
| a21boi_0 | 4 | 30.03 |
| nand3_1 | 3 | 15.01 |
| nor4_4 | 1 | 21.27 |
| or4_1 | 1 | 7.510 |
| nand3b_1 | 2 | 15.01 |
| dfrtp_1 | 15 | 375.4 |
## layer usage
layer	track usage	wire, um	up-vias
met2	0.04654	472	9
met1	0.04425	505	200
met4	0.007225	5	0
met3	0.01194	48	2
li1	-	-	188
met5	0	0	-
## power by group through the flow
stage	registers, mW	logic (mW)	clock network, mW
5_1_grt	0.821	0.0817	0.567
6_report	0.818	0.0710	0.499
4_1_cts	0.818	0.0728	0.525
## critical path, stage by stage, from the launching register on
cell and delay (ns):
dfrtp_1 0.39, nor4_4 0.35, or2_4 0.19, nand4_1 0.07
## path summary, 6_finish.rpt
| check | to | slack (ns) | cells past startpoint |
|---|---|---|---|
| worst max-delay path | generate_blocks[2].SAT_acc.clauseOut | -0.13 | 3 |
| worst min-delay path | generate_blocks[1].SAT_acc.clauseOut | 0.06 | 0 |
| worst max register to register | generate_blocks[2].SAT_acc.clauseOut | -0.13 | 3 |
| worst min register to register | generate_blocks[1].SAT_acc.clauseOut | 0.06 | 0 |
| max in group asynchronous | outSATRes | 0.61 | 2 |
| min in group clk0 | SAT_sync.varPos[4] | 0.39 | 1 |
## placed cells by master (no fill, tap or decap)
cell             instances
a21boi_0                 4
a31oi_1                  1
nand4b_1                 1
ha_1                     3
clkbuf_1                 1
buf_4                    3
inv_1                    7
nand2_1                  2
dfrtp_1                 15
nand3_1                  2
buf_2                    1
nor2_1                   1
or4_1                    1
clkdlybuf4s50_1          9
clkbuf_8                 3
nor4_4                   1
nand3b_1                 2
or2_4                    1
nand4_1                  1
nand3_2                  1
dfstp_2                  4
## what timing repair did
item | CTS | global route
endpoints found under the setup margin | 4 | 4
endpoints found under the hold margin | 0 | 0
resized | 4 | 0
pin swaps | 1 | 3
setup buffers | 1 | 0
## state kept, by name (all words and copies together), names as in the netlist
| name | count |
|---|---|
| SAT_sync.Clause_En | 1 |
| SAT_sync.ResetN_Clause | 1 |
| SAT_sync.ResetN_CNF | 1 |
| SAT_sync.negCtrl | 1 |
| SAT_sync.varPos | 5 |
| outSATRes | 1 |
| SAT_sync.CNF_En | 1 |
| generate_blocks.SAT_acc.outCNF | 4 |
| generate_blocks.SAT_acc.clauseOut | 4 |
## through the flow
step,cells,TNS (ns)
5_1_grt,118,-0.6092
6_report,118,-0.3502
3_5_place_dp,113,-0.6590
2_1_floorplan,47,-0.1285
3_3_place_gp,113,-0.4689
4_1_cts,118,-0.3524
Power is estimated from default activity; no workload was simulated.
